$ cat /design/flow/constraint.sdc
current_design topaudio

set clk_period 4.2
set clk_io_pct 0.2

create_clock -name clk0 -period $clk_period [get_ports {clock}]

set non_clock_inputs [all_inputs -no_clocks]
set_input_delay [expr $clk_period * $clk_io_pct] -clock clk0 $non_clock_inputs
set_output_delay [expr $clk_period * $clk_io_pct] -clock clk0 [all_outputs]
$ cat /design/flow/design.v
module ganancia(
	input clock,
	input clockenable,
	output reg mosi,
	output sck,
	output reg ampcs,
	output reg ampshdn
);
reg [3:0]bloque;
reg [0:7]gain=8'b0010_0010;
reg estadosck;
assign sck=estadosck?clock:0;
initial begin
	bloque<=0;
	ampcs<=1;
	ampshdn<=0;
	estadosck<=0;
	mosi<=0;
end
always@(posedge clock) begin
if(clockenable) begin
	if(bloque==0) begin
		bloque<=1;
		ampcs<=0;
	end
	else if (bloque==9) begin
		bloque<=0;
		estadosck<=0;
		ampcs<=1;
	end
	else begin
		bloque<=bloque+1;
		estadosck<=1;
	end
end
end
always@(negedge clock) begin
	if(bloque!=0 & bloque!=9) begin
		mosi<=gain[bloque-1];
	end
	else mosi<=0;
end
endmodule
module dac(
	input clock,
	input clockenable,
	input [0:11]datos,
	output reg mosi,
	output reg daccs,
	output sck,
	output dacclr
	);
wire [0:11]datos2compl;
assign datos2compl[0]=~datos[0];
assign datos2compl[1:11]=datos[1:11];
reg [5:0]bloque;
reg estadosck;
reg [0:3]command=4'b0011;
reg [0:3]address=4'b0000;
assign sck=estadosck?clock:0;
assign dacclr=1;
initial begin
	daccs<=1;
	bloque<=0;
	estadosck<=0;
	mosi<=0;
end
always@(posedge clock) begin
if(clockenable) begin
	if(bloque==0) begin
		bloque<=1;
		daccs<=0;
	end
	else if(bloque==33) begin
		bloque<=0;
		daccs<=1;
		estadosck<=0;
	end
	else begin
		bloque<=bloque+1;
		estadosck<=1;
	end
end
end
always@(negedge clock) begin
	if(bloque>=9 & bloque<=12) mosi<=command[bloque-9];
	else if(bloque>=13 & bloque<=16) mosi<=address[bloque-13];
	else if(bloque>=17 & bloque<=28) mosi<=datos2compl[bloque-17];	
	else mosi<=0;
end
endmodule
module adc(
	input clock,
	input clockenable,
	input miso,
	output adconv,
	output reg [0:11]datos,
	output reg ready, 
	output sck
);
reg [5:0]bloque;
reg estadoadconv,estadosck;
reg [0:11]datostemp;
assign adconv=estadoadconv?clock:0;
assign sck=estadosck?clock:0;
initial begin
	estadoadconv<=0;
	estadosck<=0;
	bloque<=0;
	ready<=0;
end
always@(posedge clock) begin 
if(clockenable) begin 
	if(bloque==0) begin
		bloque<=1;
		estadoadconv<=1;
	end
	else if(bloque==34) begin
		bloque<=0;
	end
	else begin
		bloque<=bloque+1;
		estadoadconv<=0;
	end 
end
end
always@(negedge clock) begin
	if(bloque>=4 & bloque<=15) datostemp[bloque-4]<=miso;
	else if(bloque==16) datos<=datostemp;
	else if(bloque==34) ready<=1;
	else if(bloque==0) begin 
		ready<=0;
		estadosck<=0;
	end
	else if(bloque==1) estadosck<=1;
end
endmodule
module controlador(
	input clock,
	output reg enablegain,
	output reg enableadc,
	output reg enabledac,
	output reg spissb,
	output reg sf_ce0,
	output reg fpgainitb
);
reg [6:0]contador;
initial begin
	contador<=0;
	enablegain<=0;
	enableadc<=0;
	enabledac<=0;
	spissb<=1;
	sf_ce0<=1;
	fpgainitb<=0;
end
always@(negedge clock) begin
	if(contador<10) begin
		contador<=contador+1;
		enablegain<=1;
	end
	else if(contador<45) begin
		contador<=contador+1;
		enablegain<=0;
		enableadc<=1;
		enabledac<=0;
	end
	else if(contador<78) begin
		contador<=contador+1;
		enableadc<=0;
		enabledac<=1;
	end
	else if(contador==78) contador<=10;
end
endmodule
module fredivider(
input clk,
output reg clk_out);
reg [15:0] counter=0;
initial begin
	clk_out<=0;
end
always @(posedge clk)
begin
	if(counter==16'd8) begin
		counter<=16'd0;
		clk_out <= ~clk_out;
	end
	else begin
		counter<=counter+1;
	end
end
endmodule
module topaudio(
	input clock,
	input miso,
	output adconv,
	output ready,
	output sck,
	output mosi,
	output daccs,
	output dacclr,
	output spissb,
	output sf_ce0,
	output fpgainitb,
	output ampcs,
	output ampshdn
);
wire clockslow;  
wire enablegain, enableadc, enabledac;  
wire mosigain, sckgain;  
wire [0:11]datosinterno;  
wire sckadc;
wire mosidac, sckdac;  
assign mosi=mosidac | mosigain;
assign sck=(sckgain | sckadc | sckdac);
fredivider fredivider1(
	.clk(clock),
	.clk_out(clockslow)  
);
controlador controlador1(
	.clock(clockslow),
	.enablegain(enablegain),  
	.enableadc(enableadc),  
	.enabledac(enabledac),  
	.spissb(spissb),
	.sf_ce0(sf_ce0),
	.fpgainitb(fpgainitb)
);
ganancia gain1(
	.clock(clockslow),
	.clockenable(enablegain),
	.mosi(mosigain),  
	.sck(sckgain),  
	.ampcs(ampcs),
	.ampshdn(ampshdn)
);
adc adc1(
	.clock(clockslow),
	.clockenable(enableadc),
	.miso(miso),
	.adconv(adconv),
	.ready(ready),
	.sck(sckadc),  
	.datos(datosinterno)  
);
dac dac1(
	.clock(clockslow), 
	.clockenable(enabledac),
	.datos(datosinterno),
	.mosi(mosidac),  
	.daccs(daccs),
	.sck(sckdac),  
	.dacclr(dacclr)
);
endmodule
$ cat /design/flow/config.mk
export PLATFORM = sky130hd
export DESIGN_NAME = topaudio
export DESIGN_NICKNAME = topaudio
export VERILOG_FILES = /design/flow/design.v
export SDC_FILE = /design/flow/constraint.sdc
export NUM_CORES = 4
export LEC_CHECK = 1
export CORE_UTILIZATION = 50
$ cat /design/flow/run.sh
#!/bin/bash
# OpenROAD 26Q1-2900-gdf79404cd8, Yosys 0.63+post, stock flow scripts
make -C /OpenROAD-flow-scripts/flow DESIGN_CONFIG=/design/flow/config.mk WORK_HOME=/design/flow/orfs finish
==> Changelog: implementation <==
### Metrics

- Critical path arrival: around 1.7 ns
- Post-Layout Cell Count: around 490
- Yosys chip area: ~4300 µm²
- Hold crit path type: reg -> reg
- DRC: 0
- Ports: 13
- CP Buf/Inv Count: 2
- Internal: approximately 230 µW
- Outcome: complete, no violations
- Share of flip-flops with an asynchronous set or reset: 0
- Layout Utilization: 0.538
- Root Buffer: clkbuf_8
- CP Capture Type: primary output
- Endpoints left unconstrained: around 120
- FF/Latch Area: 2090 µm²
- Setup Buffers After CTS: 0
- Fp_density: 0.521
- Final setup fails: 0
- WL/cell: 13.3 µm
- Biggest area cells: edfxtp_1, dfxtp_1, ha_1, xnor2_1, mux2_1
- Worst-Margin Slew: ~0.74 ns
- TritonCTS clock tree: built
- Global placement routability congestion: 0.879
- Hold Buf Count CTS: 0
- Initial DRC Count: 109
- Final TNS setup: 0 ns
- Tool Warnings: 38
- WP data required: roughly 3.4 ns
- Grt total ovfl: 0
- DIE AREA: 8990 µm²
- RSZ-0062 raised after global routing: no
- Min Hold Slack: approximately 0.47 ns
- Register pins left without a clock: approximately 59
- Cell with the most instances after synthesis: edfxtp_1
- WL final: between 6000 and 7000 µm
- Die width: between 90 and 100 µm
- Clock Pin Slew Worst Setup and Hold Paths: approximately 0.060 ns
- Seq share, synth: 0.486
- Post-Synthesis Cells: roughly 390
- HPWL Detailed: approximately 5000 µm
- Post-synth EDFFs: roughly 57
- Die Ht: ~95 µm
- Delay-heaviest family, CP: flip-flops
- Leakage: ~0.0016 µW
- Maxcap violations: 0
- Worst R2R Start: fredivider1.counter[0]$_SDFF_PN0_
- # port buffers: 7
- Synthesized cell area: about 4300 µm²
- Largest net degree at the start of global routing: about 40
- Sw Ratio: 0.176
- P&R area growth vs syn: 3.11%
- Critical path's largest stage delay: ~0.73 ns
- Period utilization: 0.601
- TritonRoute pass-1 iters: 4
- Seq cells post-synth: about 76
- Routed via count: between 2000 and 3000
- Post-synth top cells: edfxtp_1, nor2_1, ha_1, nand2_1, xnor2_1
- WS Path Type: reg -> out
- PwrDens: between 60 and 70 nW/µm²
- Antenna violations before repair: 0
- Critical Path Start Type: flip-flop
- Clock power share: 0.403
- Placed Cells: about 490
- Post-CTS sizing: 0
- Via-to-Cell Ratio: 5.43
- Unique cell types: between 50 and 60
- Yosys stat cell total: just under 400
- CTS H-tree depth: 1
- Main flop type: edfxtp_1
- Reg power frac: 0.577
- Worst Skew: about 0.0019 ns
- Antenna fix cells: 0
- Sw Pwr: 50.0 µW
- Worst-Skew Late Latency: between 0.2 and 0.25 ns
- Syn avg cell area: 10.9 µm²
- FMAX: 396 MHz
- Number of synthesis warnings: 5
- First-pass GRT wire length: 11000 µm
- CP startpoint: fredivider1.clk_out$_DFFE_PN_
- Share of layout cells above drive strength 1: 0.0464
- Gr usage total: 0.162
- Hold wc startpoint: fredivider1.counter[15]$_SDFF_PN0_
- Pins Over Slew Limit: 0
- Area share, top type: 0.398
- Critical path cell sequence: inv_1 > nor2_1 > clkdlybuf4s50_1
- Final ANT Viol Nets: 0
- Worst slew margin: 0.507
- Core Rows: 33
- Fin. Hold Viols: 0
- Comb. cell area: around 2000 µm²
- Core region area: between 8000 and 9000 µm²
- CP max stage cell: edfxtp_1
- Clock buffer depth: 2
- Power Total: 285 µW
- Logic pwr share: 0.020
- Vias in the first global route: roughly 2400
- Worst vdd ir: 0.150 mV
- CP Max Fanout: 23
- Yosys top cell by area: edfxtp_1
- Final worst path period need: 2.52 ns
- Filler cell count: roughly 720
- TritonCTS Buffers: 3
==> per-layer routing <==
metal,GRT usage,wire (µm)
met4,0.00758,10
met1,0.291,3470
met5,0,0
met2,0.248,2990
met3,0.0106,107
==> worst reg2reg max path, cell delays in order (launching register included) <==
cell and delay [ns]:
dfxtp_1 0.39, ha_1 0.21, nand3_1 0.12, nor2_1 0.17, and2_1 0.23, nand3_1 0.12, xnor2_1 0.13
==> layout by cell type, fill, tap and decap left out, types with 3 or more instances in the layout <==
cell             instances
a211oi_1                 3
a21oi_1                  7
and2_1                  11
and3_1                   9
buf_4                    3
clkbuf_8                 3
clkdlybuf4s50_1          7
conb_1                   5
dfxtp_1                 19
edfxtp_1                57
ha_1                    27
inv_1                   17
mux2_1                  12
mux4_2                   3
nand2_1                 25
nand2b_1                 6
nand3_1                 15
nand3b_1                 3
nand4_1                 13
nand4b_1                 4
nor2_1                  35
nor2b_1                  6
nor3_1                  11
nor4b_1                  7
o21ai_0                  9
xnor2_1                 25
xor2_1                  11
==> logic make-up (layout without fill, tap and decap cells) <==
group / after synthesis / count (layout) / share of synthesized area
XOR/XNOR: 36 / 36 / 0.0732
adder cells (fa/ha/maj): 27 / 27 / 0.0785
multiplexers: 17 / 17 / 0.0520
buffers and inverters: 40 / 31 / 0.0488
AND/OR/NAND/NOR: 160 / 160 / 0.204
flip-flops: 76 / 76 / 0.486
AND-OR/OR-AND: 36 / 36 / 0.0561
other: 2 / 5 / 0.00174
==> power groups by stage <==
| stage | Combinational, µW | Clock (µW) | Sequential [µW] |
|---|---|---|---|
| 4_1_cts | 5.93 | 122 | 164 |
| 5_1_grt | 6.73 | 126 | 164 |
| 6_report | 5.72 | 115 | 164 |
==> area by class of cell <==
| type | count | area share |
|---|---|---|
| clock buffers | 4 | 0.0101 |
| multi-input cells | 281 | 0.454 |
| inverters | 17 | 0.0144 |
| well taps | 105 | 0.0296 |
| flip-flops and latches | 76 | 0.471 |
| repair buffers | 10 | 0.0209 |
==> stage by stage <==
| step | worst slack, ns | instance area [µm²] |
|---|---|---|
| 4_1_cts | 1.64 | 4440 |
| 3_5_place_dp | 1.92 | 4390 |
| 5_1_grt | 1.54 | 4440 |
| 3_3_place_gp | 1.95 | 4390 |
| 2_1_floorplan | 2.23 | 4320 |
| 6_report | 1.68 | 4440 |
==> registers in the layout, indices dropped and copies added, names as in the netlist <==
| name | cells |
|---|---|
| dac1.daccs | 1 |
| adc1.datos | 12 |
| adc1.estadosck | 1 |
| gain1.estadosck | 1 |
| dac1.mosi | 1 |
| controlador1.enabledac | 1 |
| controlador1.enablegain | 1 |
| adc1.ready | 1 |
| adc1.estadoadconv | 1 |
| controlador1.enableadc | 1 |
| adc1.bloque | 6 |
| fredivider1.clk_out | 1 |
| gain1.mosi | 1 |
| fredivider1.counter | 16 |
| gain1.bloque | 4 |
| adc1.datostemp | 12 |
| controlador1.contador | 7 |
| dac1.estadosck | 1 |
| dac1.bloque | 6 |
| gain1.ampcs | 1 |
==> path summary, 6_finish.rpt <==
path,endpoint,slack (ns),depth (start not counted)
max,sck,1.68,3
min,fredivider1.counter[15]$_SDFF_PN0_,0.47,1
max reg2reg,fredivider1.counter[14]$_SDFF_PN0_,2.71,6
min reg2reg,fredivider1.counter[15]$_SDFF_PN0_,0.47,1
Power figures rest on the tool's default switching activity, not on a simulated workload.
